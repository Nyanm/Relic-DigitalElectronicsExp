## design/flow/run.sh

```bash
#!/bin/bash
# OpenROAD 26Q1-2900-gdf79404cd8, Yosys 0.63+post, stock flow scripts
make -C /OpenROAD-flow-scripts/flow DESIGN_CONFIG=/design/flow/config.mk WORK_HOME=/design/flow/orfs finish
```

## design/flow/config.mk

```make
export PLATFORM = sky130hd
export DESIGN_NAME = ALU_32
export DESIGN_NICKNAME = ALU_32
export VERILOG_FILES = /design/flow/design.v
export SDC_FILE = /design/flow/constraint.sdc
export NUM_CORES = 4
export LEC_CHECK = 1
export CORE_UTILIZATION = 40
```

## design/flow/constraint.sdc

```tcl
current_design ALU_32

set clk_period 11.0
set clk_io_pct 0.2

create_clock -name clk0 -period $clk_period

set non_clock_inputs [all_inputs -no_clocks]
set_input_delay [expr $clk_period * $clk_io_pct] -clock clk0 $non_clock_inputs
set_output_delay [expr $clk_period * $clk_io_pct] -clock clk0 [all_outputs]
```

## design/flow/design.v

```verilog
module ALU_32(
	input [31:0]a,b,
	input [2:0]f,
	output reg [31:0]y
);
	always@(f or a or b)
		begin
			case(f)
				3'b000: y = a&b;
				3'b001: y = a|b;
				3'b010: y = a+b;
				3'b100: y = a&(~b);
				3'b101: y = a|(~b);
				3'b110: y = a-b;
				3'b111: y = a<b;
				default:y = 0;
			endcase
		end
endmodule
```

==> flow_summary.yaml <==
# synthesis and place-and-route metrics
outcome:
  outcome: "finished, final reports clean"
min_path:
  hp-class: "input port to primary output"
critical_path:
  crit_fanout: 5
  cpMostUsedCell: "clkdlybuf4s50_1"
  worstPathRequired_ps: 8800
  arrival_ps: 5880
  crit_chain: "clkdlybuf4s50_1, inv_1, ha_1, fa_1, nand2b_1, a21oi_1, o211ai_1, nand3_2, a41o_1, a21o_1, a41oi_1, o311ai_1, clkdlybuf4s50_1"
  endpoint_kind: "primary output"
  max_stage_delay_ps: 520
  critPathKind: "input port to primary output"
  cp_slowest_cell: "clkdlybuf4s50_1"
  start_kind: "input port"
grt:
  grt_pass1_vias: 5113
  antenna_found_initial: 0
  grt_pass1_wl_mm: 25.6
  grt_max_degree: 51
  grt-ovfl-total: 0
  track_usage_pct: 25.2
finish:
  fillers: 1179
  drive_above_1_share_pct: 5.01
  mi_logic_area_sq_um: 4260
  final_cells: 921
  areaGrowthSynthToFinish_pct: 20.3
  ff_latch_area_sq_um: 0
  postLayoutCellArea_sq_um: 5740
  flops: 0
  clock_buffers: 0
floorplan:
  rows: 39
  die_x_um: 111
  fp_util_pct: 41.5
  die_area_sq_um: 12400
  pin_count: 99
  die_h_um: 111
  core_area_sq_um: 11500
placement:
  placed_cells: 921
  port_buffers: 99
  dp_hpwl_mm: 12.3
  place_congestion: 0.959
  place_area_sq_um: 5740
pwr:
  p_comb_share_pct: 100.0
  p_int_uw: 142
  p_per_area_nw_per_um2: 53.0
  power.switching_uw: 163
  power.share.sequential_pct: 0
  p_leak_uw: 0.00246
  vdd_drop_max_mv: 0.0259
  p_sw_share_pct: 53.5
  clkPwrFrac_pct: 0
sta:
  max_freq_mhz: 124
  worst_slew_pin_slew_ps: 833
  tns_ps: 0
  fin_crit_ps: 8080
  final-hold-violation-count: 0
  rsz0062_at_grt: "no"
  setup_viol: 0
  slew_headroom_pct: 44.4
  maxSlewViolCount: 0
  finalClockPeriodUsage_pct: 73.5
logic_synthesis:
  avgSynthCellArea_sq_um: 6.69
  syn_inst: 714
  yosys_warnings: 1
  yosysTopAreaCellShare_pct: 16.5
  area_leaders: "ha_1 17%, a21oi_1 8.7%, inv_1 5.2%"
  synth.most_common_cell: "a21oi_1"
  synth_area_sq_um: 4780
  ys_cells: 714
  common_cells: "83 x a21oi_1, 66 x inv_1, 63 x ha_1, 47 x nor2_1, 45 x o21ai_0"
  ys_area_sq_um: 4780
  postSynthSeqShare_pct: 0
  post_synth_num_cell_types: 86
  yosysTopAreaCell: "ha_1"
drt:
  route.antenna.diode_count: 0
  drt-total-wl_mm: 15.7
  ant_nets: 0
  viasPerCell: 5.98
  drt_iter0_drc: 321
  dr_total_vias: 5503
  drc: 0
  drt_pass1_iterations: 23
  wl_per_cell_um: 17.0
clock_tree:
  cts_hold_buf: 0
  cts_resized: 0
  cts_setup_buffers: 0
run:
  warnings: 63
  cap_violations: 0
==> power groups by stage <==
stage | combinational (uW) | clock (uW) | sequential [uW]
CTS | 303 | 0 | 0
global route | 336 | 0 | 0
finish | 304 | 0 | 0
==> final timing paths <==
path | end | depth (start not counted) | slack [ps] | start
hold / removal | y[7] | 5 | 5480 | f[0]
setup / recovery | y[28] | 13 | 2920 | a[0]
==> routing by layer <==
layer / up-vias / wire length (um) / global-route usage, %
met5: - / 0 / 0
met4: 0 / 264 / 4.59
met3: 25 / 957 / 1.95
met2: 207 / 6820 / 39.4
met1: 2519 / 7660 / 38.0
li1: 2752 / - / -
==> per-stage QoR <==
step	worst slack (ps)	hold slack (ps)	total power (uW)	utilization, %
2_1_floorplan	4490	4510	195	-
3_3_place_gp	3020	5470	303	49.9
3_5_place_dp	2980	5480	301	49.9
4_1_cts	2980	5480	303	49.9
5_1_grt	2680	5540	336	49.9
6_report	2920	5480	304	49.9
==> worst max-delay path: cells and delay by family <==
kind | cells | cell delay (ps)
compound gates | 6 | 1560
buf+inv | 3 | 1100
fa+ha+maj | 2 | 640
simple gates | 2 | 380
==> placed cells by master (no fill, tap or decap), types with 4 or more instances in the layout <==
cell | netlist | layout
o21ai_1 | 6 | 6
and2_1 | 5 | 5
o21bai_1 | 4 | 4
nor2_1 | 47 | 47
a21oi_1 | 83 | 83
nor3_1 | 20 | 20
buf_4 | 2 | 8
o21a_1 | 10 | 10
a21o_1 | 18 | 18
ha_1 | 63 | 63
and3_1 | 10 | 10
a22o_1 | 4 | 4
o211ai_1 | 11 | 11
o22ai_1 | 20 | 20
nand2_1 | 43 | 43
xnor2_1 | 22 | 22
xor2_1 | 22 | 22
a211oi_1 | 5 | 5
or2_2 | 4 | 4
nand4_1 | 6 | 6
nor4_1 | 4 | 4
o21ai_0 | 45 | 45
a32oi_1 | 4 | 4
maj3_1 | 17 | 17
inv_1 | 66 | 66
a31oi_1 | 10 | 10
o31ai_1 | 6 | 6
nor2b_1 | 10 | 10
nand3_1 | 20 | 20
nand2b_1 | 9 | 9
clkdlybuf4s50_1 | 0 | 97
==> area by class of cell <==
| type | instances | share of cell area (%) |
|---|---|---|
| Inverter | 69 | 4.51 |
| Timing Repair Buffer | 107 | 18.1 |
| Tap cell | 143 | 3.12 |
| Multi-Input combinational cell | 602 | 74.2 |
==> logic make-up (layout without fill, tap and decap cells) <==
kind of cell | Yosys count | count (layout) | share of synthesized area, %
AND-OR/OR-AND | 279 | 279 | 39.4
XOR/XNOR | 44 | 44 | 8.07
adder cells (fa/ha/maj) | 82 | 82 | 20.9
buffers and inverters | 112 | 176 | 10.7
multiplexers | 3 | 3 | 0.629
AND/OR/NAND/NOR | 194 | 194 | 20.3
Power and IR drop assume default switching activity.
