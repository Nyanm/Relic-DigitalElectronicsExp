==> design.v <==
module ChannelTransmission(
	input [7:0]data_in,
	input reset_l,clk,
	output [7:0]data_out,
	output parity,
	output [4:0]TS_in,TS_out
);
wire sync,par_check,sdata;
Source S
(
	.data     (data_in),
	.clk      (clk),
	.reset_l  (reset_l),
	.parity   (par_check),
	.sync     (sync),
	.sdata    (sdata),
	.timeslot (TS_in)
);
Destination D
(
	.sync		 (sync),
	.clk		 (clk),
	.parity	 (par_check),
	.sdata	 (sdata),
	.pdata    (data_out),
	.timeslot (TS_out),
	.check	 (parity),
	.reset_l  (reset_l)
);
endmodule
module Destination(
	input sync,clk,parity,reset_l,
	input sdata,
	output [7:0]pdata,
	output [4:0]timeslot,
	output check
);
	reg [7:0]syn_count;
	always@(posedge clk)
		if (sync)
			syn_count <= 8'b0000_0000;
		else
			syn_count <= syn_count + 8'b1;
	reg [7:0]cdata;
	always@(posedge clk)
		cdata <= {cdata[6:0], sdata};
	reg [7:0]odata;
	always@(posedge clk)
		if (syn_count[2:0] == 3'b111)
			odata <= cdata;
		else
			odata <= odata;
	reg [1:0]par = 2'b00;
	always@(posedge clk)
		if (syn_count[2:0] == 3'b111)
			par <= {par[0], parity};
		else
			par <= par;
	assign pdata = odata;
	assign check = par[1]^(^pdata);
	assign timeslot = syn_count[7:3]; 
endmodule
module Source(
	input clk,reset_l,
	input [7:0]data,
	output parity,sync,sdata,
	output [4:0]timeslot
);
	reg [7:0]syn_count;	
	always@(posedge clk or negedge reset_l)
		if (!reset_l)
			syn_count <= 8'b1111_1111;
		else
			syn_count <= syn_count + 8'b1;
	reg [7:0]pdata;	
	always@(posedge clk or negedge reset_l)
		if (!reset_l)
			pdata <= 8'b0;
		else if (syn_count[2:0] < 3'b111)
			pdata[7:1] <= pdata[6:0];
		else if (syn_count[2:0] == 3'b111)
			pdata <= data;
		else
			pdata <= pdata;
	assign sdata = pdata[7];
	assign sync = (syn_count == 8'b0);
	assign parity = ^data;
	assign timeslot = syn_count[7:3];
endmodule
==> run.sh <==
#!/bin/bash
# OpenROAD 26Q1-2900-gdf79404cd8, Yosys 0.63+post, stock flow scripts
make -C /OpenROAD-flow-scripts/flow DESIGN_CONFIG=/design/flow/config.mk WORK_HOME=/design/flow/orfs finish
==> config.mk <==
export PLATFORM = sky130hd
export DESIGN_NAME = ChannelTransmission
export DESIGN_NICKNAME = ChannelTransmission
export VERILOG_FILES = /design/flow/design.v
export SDC_FILE = /design/flow/constraint.sdc
export NUM_CORES = 4
export LEC_CHECK = 1
export CORE_UTILIZATION = 40
==> constraint.sdc <==
current_design ChannelTransmission

set clk_period 1.7
set clk_io_pct 0.2

create_clock -name clk0 -period $clk_period [get_ports {clk}]

set non_clock_inputs [all_inputs -no_clocks]
set_input_delay [expr $clk_period * $clk_io_pct] -clock clk0 $non_clock_inputs
set_output_delay [expr $clk_period * $clk_io_pct] -clock clk0 [all_outputs]
==> run summary <==
Results of the implementation run.

The count of port buffers added during placement is 28. The design draws between 1.5 and 2 mW. The number of cells reported by Yosys stat comes to 135. The sum of negative setup slack came out at -0.1575 ns. The gate-level netlist out of Yosys references 23 unique cell types. Among the non-sequential cells, XOR/XNOR gates take the most area. The required time of the worst setup path came out at 1.36 ns. The maximum operating frequency came out at 538.4 MHz. The net switching power is about 360 µW. The standard-cell row count is 23.

The flow reports that the clock network draws 40.2% of the design power. STA lists the startpoint of the worst hold path as D.cdata[3]. Clock latency on the worst-skew pair, taken at its later pin, is 0.29 ns. The final cell utilization of the core is 52.39%. The final standard cell count with taps included and fillers excluded came out at 215. Summing all non-filler instances in the final layout gives an area of about 2100 µm². The synthesized-area fraction occupied by ao, oa, aoi and oai cells is 3.860%. The number of placed instances with taps included came out at 203. The largest clock skew in the final design came out at 0.002972 ns. The total leakage power is 0.8496 nW. Max-cap violations in this run came to 0.

OpenROAD reports that the post-layout worst path occupies 109.3% of the period. The worst ir drop on vdd came out at 0.7412 mV. The largest net degree at the start of global routing came out at 17.

The switching share of power is around a fifth. The vertical die size is 66.91 µm. The run finished, with violations left. According to the timing report, the critical path is launched from D.odata[2]. The share of final-layout standard cells stronger than drive strength 1 came out at 14.55%. The stat command in Yosys gives a chip area of 1685 µm².

In the global route stage, overall resource usage came out at 12.54%. Per the OpenROAD floorplan log, the area of the core is a little over 4000 µm². The vias after detailed routing came out at approximately 1000.

The maximum level of the CTS H-tree came out at 2. The clock-pin slew on the worst setup and hold paths is 0.07 ns. The combinational gate area is 556.8 µm².

The effective utilization at floorplan came out at 41.83%. The placed wire-length estimate after detailed placement came out at 1708 µm. The number of global-route vias before repair was around 930. After Yosys synthesis, XOR and XNOR cells account for 12.18% of the synthesized area.

The setup path with the least slack is of type reg -> out. Once routing completed, OpenROAD measured the worst setup slack at -0.1575 ns. The worst relative slew slack is 71.68%. The pin closest to its max-slew limit shows a slew of around 0.42 ns.

The buffer depth of the longest clock path came out at 2. TritonRoute output was used to compute an average wire per cell of 11.38 µm. The final reports fail on setup timing. The number of hold violations in the final report came out at 0. The pre-antenna-repair detailed-routing pass consisted of 4 iterations. The part of the total power dissipated in combinational logic came out at 4.0%. The number of nets still failing antenna checks after routing came out at 0. The number of antenna violations at the first check in global routing came out at 0. The internal reg-to-reg setup slack came out at roughly 0.21 ns.

Per the final report, max-transition violations number 0. The total power per unit cell area is 896.3 nW/µm². The signal arrival time at the worst endpoint came out at 1.52 ns. The number of inserted filler cells in the final layout is about 350. Of all nets on the critical path, the largest fanout is 2.

The adder and majority gate portion of the synthesized area is between 3 and 4%. After synthesis, the share of cell area in mux cells is 4.157%. The area added between synthesis and finish came out at 25.24%.

The horizontal die dimension is 66.91 µm. The total internal power is 1.530 mW. The floorplan step defined a die boundary enclosing between 4000 and 5000 µm².

TritonCTS built the clock tree. The final critical-path required period is roughly 1.9 ns. The number of top-level pins came out at 29. The diode insertion count for antenna repair came out at 0. The detailed-route wire length is 2447 µm. According to the hold report, the worst path is of the reg -> reg type.

The simple logic cell fraction of the synthesized area came out at 9.131%. The worst hold margin came out at about 0.35 ns. The average size of a mapped cell is 12.48 µm².

The cts-stage hold buffer count is 0. The weighted congestion reported at the end of routability-driven placement is 0.7468. The residual overflow from global routing is 0. The worst setup path is launched from a flip-flop.

The portion of total power attributed to sequential cells is 55.9%. The count of endpoints failing setup in the final report is 1. The post-synth register bit count is 42. The wire length of the first global-routing pass is around 4100 µm.

Setup repair after global routing could not meet its margin everywhere. The number of warnings the tools reported came out at 28. The synthesized instance count is 135.

The number of DRC markers in iteration 0 came out at 29. The Yosys step of the flow raised 2 warnings. Looking at the reg2reg group, the worst path starts from S.syn_count[1]. The worst setup path is captured at a primary output. The number of buffers created by CTS came out at 5. Of the synthesized area, sequential elements account for 61.17%. The mean number of vias per cell is 4.660. The post-synthesis instance area came out at 1685 µm². The tree is rooted in a clkbuf_8.

Per the layout area report, the register area comes to 1031 µm². The instance area at placement came out at 1973 µm². The number of sinks driven by the clock tree is roughly 42. The number of remaining DRC errors came out at 0. The worst slack at placement came out at -0.2523 ns.
[power by group through the flow]
stage | Sequential [mW] | Clock (mW) | Combinational (mW)
after CTS | 1.06 | 0.785 | 0.0763
after global routing | 1.06 | 0.832 | 0.0839
final | 1.06 | 0.760 | 0.0747
[cells in the mapped netlist (all sizes together)]
master / count / area [µm²]
nand4: 1 / 6.260
xnor2: 16 / 147.7
inv: 2 / 7.510
edfxtp: 10 / 300.3
nor2b: 2 / 12.51
or3: 3 / 18.77
nor2: 4 / 15.01
nor4: 1 / 6.260
mux2i: 7 / 70.07
buf: 13 / 90.08
dfstp: 8 / 210.2
and3: 3 / 18.77
xnor3: 1 / 22.52
nand3: 7 / 35.03
nand2: 11 / 41.29
ha: 5 / 62.56
dfxtp: 16 / 320.3
dfrtp: 8 / 200.2
o21ai: 10 / 50.05
xor2: 4 / 35.03
a21oi: 3 / 15.01
[cell type report]
type                       instances  area share [%]
clock buffer                       6           3.438
sequential                        42           48.84
timing repair buffer              35           16.24
multi-input combinational         78           26.38
clock inverter                     2           1.778
inverter                           2          0.3557
tap                               50           2.964
[registers in the layout (all words and copies together), names as in the netlist]
name and cells:
D.cdata 8, D.odata 8, S.pdata 8, S.syn_count 8
D.syn_count 8, D.par 2
[metal layers]
layer / track usage, % / up-vias / wire, µm
met5: 0 / - / 0
met4: 2.394 / 0 / 23
met3: 3.993 / 2 / 127
met2: 20.71 / 23 / 1135
met1: 16.67 / 472 / 1160
li1: - / 505 / -
[critical path, cell delays in order, from the launching register on]
cell      delay, ns
edfxtp_1       0.40
xnor2_1        0.17
xnor3_1        0.42
xnor2_1        0.13
buf_2          0.11
[cells in the final DEF (no fill, tap or decap), drive strengths merged, types with 2 or more instances in the layout]
cell type and n:
a21oi 3, and3 3, buf 8, clkbuf 6, clkdlybuf4s50 26, dfrtp 8, dfstp 8, dfxtp 16
edfxtp 10, ha 5, inv 2, mux2i 7, nand2 11, nand3 7, nor2 4, nor2b 2
o21ai 10, or3 3, xnor2 16, xor2 4
[logic make-up after synthesis]
| family | after synthesis |
|---|---|
| buffers and inverters | 15 |
| adder cells (fa/ha/maj) | 5 |
| AND-OR/OR-AND | 13 |
| XOR/XNOR | 21 |
| multiplexers | 7 |
| flip-flops | 42 |
| AND/OR/NAND/NOR | 32 |
[final timing paths]
check / end / depth (start not counted)
max: parity / 4
min: D.cdata[4] / 0
max reg2reg: S.pdata[4] / 5
min reg2reg: D.cdata[4] / 0
max in group asynchronous: S.syn_count[3] / 2
min in group asynchronous: S.pdata[0] / 2
[timing repair]
item	in CTS	in global routing
setup buffers	1	3
gates resized	3	1
pin swaps	3	1
endpoints found under the setup margin	2	4
Power figures rest on the tool's default switching activity, not on a simulated workload.
