<file path="/design/flow/run.sh">
#!/bin/bash
# OpenROAD 26Q1-2900-gdf79404cd8, Yosys 0.63+post, stock flow scripts
make -C /OpenROAD-flow-scripts/flow DESIGN_CONFIG=/design/flow/config.mk WORK_HOME=/design/flow/orfs finish
</file>
<file path="/design/flow/config.mk">
export PLATFORM = sky130hd
export DESIGN_NAME = top
export DESIGN_NICKNAME = top
export VERILOG_FILES = /design/flow/design.v
export SDC_FILE = /design/flow/constraint.sdc
export NUM_CORES = 4
export LEC_CHECK = 1
export CORE_AREA = 10 10 106 106
export DIE_AREA = 0 0 116 116
</file>
<file path="/design/flow/constraint.sdc">
current_design top

set clk_period 4.9
set clk_io_pct 0.2

create_clock -name clk0 -period $clk_period [get_ports {clk}]

set non_clock_inputs [all_inputs -no_clocks]
set_input_delay [expr $clk_period * $clk_io_pct] -clock clk0 $non_clock_inputs
set_output_delay [expr $clk_period * $clk_io_pct] -clock clk0 [all_outputs]
</file>
<file path="/design/flow/design.v">
`timescale 1ns / 1ps
module fre_div(
    input clk_in,  
    output reg clk_out  
    );
    reg[22:0] cnt = 0;
    parameter MAX  = 5000000;  
    parameter HALF = 2500000;  
    always@(posedge clk_in)
        if(cnt < MAX) cnt<=cnt + 1'b1;
        else cnt<=1'b0;
    always@(posedge clk_in)
        if(cnt < HALF) clk_out<=1'b0;
        else clk_out<=1'b1;
endmodule
`timescale 1ns / 1ps
module running_led(
    input clk,
    input m,
    output reg[11:0] led_o
    );
    reg[3:0] state_prs = 0;
    reg[3:0] state_ftr;
    always@(m,state_prs)
        if(m&(state_prs==6)|(state_prs==9))
            state_ftr = 0;
        else
            state_ftr = state_prs + 1;
    always@(negedge clk) state_prs<=state_ftr;
    always@(m,state_prs)
        if(m)
            case(state_prs)
                0: led_o=12'b000000000000;
                1: led_o=12'b000001100000;
                2: led_o=12'b000011110000;
                3: led_o=12'b000111111000;
                4: led_o=12'b001111111100;
                5: led_o=12'b011111111110;
                6: led_o=12'b111111111111;
                default: led_o=12'bxxxxxxxxxxxx;
            endcase
        else
            case(state_prs)
                0: led_o=12'b100000000001;
                1: led_o=12'b010000000010;
                2: led_o=12'b001000000100;
                3: led_o=12'b000100001000;
                4: led_o=12'b000010010000;
                5: led_o=12'b000001100000;
                6: led_o=12'b000010010000;
                7: led_o=12'b000100001000;
                8: led_o=12'b001000000100;
                9: led_o=12'b010000000010;
                default: led_o=12'bxxxxxxxxxxxx;
            endcase
endmodule
`timescale 1ns / 1ps
module top(
    input clk,
    input sel,
    output [11:0] led
    );
    wire clk_trans;
    fre_div FRE_DIV(
        .clk_in(clk),
        .clk_out(clk_trans)
    );
    running_led RUN_LED(
        .clk(clk_trans),
        .m(sel),
        .led_o(led)
    );
endmodule
</file>
==> out/qor.csv <==
metric;value;unit
initial antenna violation count;0;
Final TNS setup;0;ns
Logic area;963;sq um
Layout Area Growth over Synthesis;14.4;%
cells in synth_stat.txt;208;
VDD IR max;0.000188;V
HP Class;register to register;
Slew HR;51.0;%
die height;116;um
Synth Seq Share;34.0;%
crit-path max FO;14;
Routed Antenna Nets;0;
CP Cell Sequence;clkdlybuf4s50_1 -> o211ai_1 -> o21ai_0 -> o21a_1 -> clkdlybuf4s50_1;
post-synthesis cell type count;38;
cycle use final;71.3;%
Num CTS Buffers;3;
clk root buf;clkbuf_8;
crit-path max cell delay;0.69;ns
Crit path top cell by count;clkdlybuf4s50_1;
tool warnings;29;
Register Area;561;sq um
I/O Buffers;13;
CTS tree;done;
fin crit period;3.49;ns
GP Congestion;0.833;
Power Dens Cells;177;mW/mm^2
EDFF count, synth;0;
Latency at later pin;0.26;ns
I/O pin count;14;
Max Fclk;0.286;GHz
Cell Rows;34;
ratio of cells with drive above 1 in the final layout;5.74;%
Top-area cell share;34.0;%
cts hold-fix bufs;0;
Setup WS post-layout;1.41;ns
Init Core Util;18.6;%
core area;0.00885;sq mm
largest net degree at the start of global routing;24;
Crit path max-delay family;buffers and inverters;
global-route wire length before repair;5.93;mm
WS Path Type;input port to output pin;
P_leak;0.676;nW
Slew Limit Fails;0;
Setup Viol. Count Final;0;
endpoints left unconstrained;4;
Worst Path Arrival;2.51;ns
asr flop ratio synth;0;%
routed via count;1432;
Commonest flop;dfxtp_1;
RSZ-0062 raised after global routing;no;
vias in the first global route;1286;
number of gates resized after cts;0;
synth cell count leaders;28 x dfxtp_1, 20 x nor3_1, 17 x nand2_1, 15 x nor2_1, 14 x xnor2_1;
die width;116;um
die area;0.0135;sq mm
clock slew at reported path FFs;0.08;ns
status;complete, no violations;
register pins left without a clock;4;
largest area contributor in the netlist;dfxtp_1;
final hold vios;0;
Worst Tran Pin Value;0.734;ns
routed length per instance;10.0;um
Post-Place Setup Slack;1.41;ns
Avg Inst Size Synth;7.92;sq um
DRC Markers;0;
Max-cap violations;0;
Worst setup SP type;input port;
slowest CP cell;clkdlybuf4s50_1;
main area contributors;dfxtp_1 34%, xnor2_1 7.4%, nor3_1 6.1%;
Fillers;976;
buffer count from post-CTS setup fixing;0;
dpl hpwl;2.34;mm
initial DRC count;106;
fin cells;317;
Max clock buf depth;2;
drt pass-1 iters;5;
Setup crit end kind;output pin;
YS warnings;2;
global route overflow;0;
Synth Register Bits;28;
yosys stat area;0.00165;sq mm
cell with the most instances after synthesis;dfxtp_1;
placed cells;313;
crit path DRT;3.92;ns
post-synthesis cell count;208;
diode count;0;
Worst Skew;0.00197;ns
Worst Path Buf+Inv;2;
H-tree depth;1;
Netlist Area Pre-Place;0.00165;sq mm
GRT Overall Usage;5.03;%
vias per std cell;4.52;
Post-Route WL;3.18;mm
-- sequential cells by signal, summed over array words and instances (netlist names) --
register           cells
FRE_DIV.cnt           23
FRE_DIV.clk_out        1
RUN_LED.state_prs      4
-- placed cells by master, fill, tap and decap left out, drive strengths merged, types with 2 or more instances in the layout --
cell           Yosys  routed
nor4               7       7
o22ai              2       2
ha                 6       6
and3               2       2
o21a               2       2
nand2b             2       2
dfxtp             28      28
nor3b              2       2
a21oi              5       5
nor3              20      20
xor2               2       2
or4                2       2
nand2             17      17
a211oi             7       7
xnor2             14      14
clkdlybuf4s50      0      13
nand4              5       5
nand3             11      11
nor2              15      15
o211a              2       2
inv                9       9
clkbuf             6       4
o31ai              4       4
or3                6       6
o21ai             13      13
-- worst paths after layout --
check / to / startpoint / slack [ns] / cells after the start
min reg2reg: FRE_DIV.cnt[22] / FRE_DIV.cnt[22] / 0.54 / 2
max: led[1] / sel / 1.41 / 5
max reg2reg: FRE_DIV.cnt[22] / FRE_DIV.cnt[2] / 2.64 / 4
min: FRE_DIV.cnt[22] / FRE_DIV.cnt[22] / 0.54 / 2
-- power breakdown --
group / total, mW / switching, mW / internal (mW) / leakage, nW
clock: 0.132 / 0.0602 / 0.0717 / 0.0288
combinational: 0.00619 / 0.00225 / 0.00393 / 0.420
sequential: 0.195 / 0 / 0.195 / 0.227
total: 0.333 / 0.0625 / 0.270 / 0.676
-- per-stage QoR --
stage / hold slack (ns) / total power, mW / area [sq um] / util [%]
floorplan: 0.498 / 0.202 / 1650 / -
global placement: 0.529 / 0.206 / 1830 / 20.7
detailed placement: 0.536 / 0.206 / 1830 / 20.7
CTS: 0.547 / 0.338 / 1890 / 21.3
global route: 0.603 / 0.346 / 1890 / 21.3
finish: 0.544 / 0.333 / 1890 / 21.3
-- tightest hold or removal path, stage by stage (launching register included) --
cell and delay, ns:
dfxtp_1 0.36, o31ai_1 0.08, a211oi_1 0.06
-- cell families (layout without fill, tap and decap cells) --
group           Yosys count  count (layout)  share of synthesized area [%]
simple gates             94              94                           30.4
compound gates           38              38                           15.0
flops                    28              28                           34.0
buf+inv                  26              27                           7.52
xor+xnor                 16              16                           8.50
fa+ha+maj                 6               6                           4.56
-- metal layers --
layer | vias up | GRT usage, % | wire (um)
met1 | 644 | 7.42 | 1620
met2 | 39 | 7.66 | 1300
met4 | 0 | 0.167 | 14
met5 | - | 0 | 0
li1 | 745 | - | -
met3 | 4 | 1.26 | 249
-- cell type report --
| class | instances | share of cell area (%) |
|---|---|---|
| multi-input cells | 154 | 51.1 |
| flip-flops and latches | 28 | 29.7 |
| repair buffers | 14 | 7.30 |
| well taps | 108 | 7.17 |
| clock buffers | 4 | 2.92 |
| inverters | 9 | 1.79 |
No activity file was given, so power comes from the tool's default toggle rates.
